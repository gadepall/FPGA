$ cat ./constraint.sdc
current_design decade_counter

set clk_period 5.1
set clk_io_pct 0.2

create_clock -name clk0 -period $clk_period [get_ports {clk}]

set non_clock_inputs [all_inputs -no_clocks]
set_input_delay [expr $clk_period * $clk_io_pct] -clock clk0 $non_clock_inputs
set_output_delay [expr $clk_period * $clk_io_pct] -clock clk0 [all_outputs]
$ cat ./run.sh
#!/bin/bash
# OpenROAD 26Q1-2900-gdf79404cd8, Yosys 0.63+post, stock flow scripts
make -C /OpenROAD-flow-scripts/flow DESIGN_CONFIG=/design/flow/config.mk WORK_HOME=/design/flow/orfs finish
$ cat ./design.v
`timescale 1ns / 1ps
module decade_counter(input wire clk,output reg A,output reg B,output reg C,output reg D);
reg W;
reg X;
reg Y;
reg Z;
reg [26:0] delay; 
always @(posedge clk) begin  
    delay = delay+1;
    D<=(W&X&Y&!Z)|(!W&!X&!Y&Z);
    C<=(W&X&!Y&!Z)|(!W&!X&Y&!Z)|(W&!X&Y&!Z)|(!W&X&Y&!Z);
    B<=(W&!X&!Y&!Z)|(!W&X&!Y&!Z)|(W&!X&Y&!Z)|(!W&X&Y&!Z);
    A<=(!W&!X&!Y&!Z)|(!W&X&!Y&!Z)|(!W&!X&Y&!Z)|(!W&X&Y&!Z)|(!W&!X&!Y&Z);
    if(delay == 27'b101111101011110000100000000) begin  
    delay <=27'b0;  
    W<=A;
    X<=B;
    Y<=C;
    Z<=D;
    end
end
initial begin  
W<=0;
X<=0;
Y<=0;
Z<=0;    
end
endmodule
$ cat ./config.mk
export PLATFORM = sky130hd
export DESIGN_NAME = decade_counter
export DESIGN_NICKNAME = decade_counter
export VERILOG_FILES = /design/flow/design.v
export SDC_FILE = /design/flow/constraint.sdc
export NUM_CORES = 4
export LEC_CHECK = 1
export CORE_UTILIZATION = 30
==> git commit body <==
Log flow metrics for this revision

- Post-Place Cells: 246
- Buffers inserted to repair hold after CTS numbered 0.
- For this run, the top clock speed supported by timing is 0.358 GHz.
- Area reported by Yosys stat: 1710 µm²
- Met2 WL: 1160 µm
- R2r endpoint: Z$_DFFE_PN_
- Summed over all nets, the half-perimeter wirelength after detailed placement is 1980 µm.
- In this design, the stage delay of the slowest critical-path cell is 0.61 ns.
- Max-slew headroom at the worst pin: 54.4%
- Via count of the first global-routing pass: 1,050
* Antenna cell count: 0
- Per the OpenROAD floorplan log, the width of the die is 77.5 µm.
- Status: finished, final reports clean
* Total routing resource utilization after global routing: 10.1%
- The report gives the cell count of the worst hold path as 0.
- Final TNS setup: 0 ns
- Library cell occupying the most area in the post-synthesis netlist: dfxtp_1
- The sequential cells in the finished layout cover a total of 741 µm².
* Transition time at the pin with the least slew margin: 0.667 ns
- Final core occ: 34.5%
- Cell Count, Final, Fillers Out: 254
- Data arrival at the endpoint of the critical path: 2.78 ns
- Sorting the synthesized cells by how often they occur yields dfxtp_1, nand2_1, nor2_1.
* IO Port Bufs: 4
- Wire length of the first global-routing pass: 4820 µm
* Antenna Nets Post-Route: 0
- Routed signal wires occupy layers up through met4.
* Setup slack of the most critical reg-to-reg path: 2.30 ns
* Max-cap viol count: 0
* Clk_skew: 0.00384 ns
- In this run the post-CTS setup repair buffer count came out at 0.
- After floorplanning, the core was divided into 27 placement rows.
- The report puts the cell count of the worst reg-to-reg path at 7.
- Startpoint class of the critical path: register
- Fill cells in the final layout number 549.
* Static Leak: 0.000645 µW
- Crit. End Element: register
* Setup-violating endpoint count in the final report: 0
- Die Area: 6000 µm²
* CP max FO: 10
- Aggregate global routing overflow: 0
* Worst-case vdd ir drop: 0.156 mV
* Tool warnings: 25
- In the final routed layout, each cell accounts on average for 10.9 µm.
- Buffers from clock root to sink, at most: 2
- Combined area of all synthesized cells: 1710 µm²
- The area taken by multi-input combinational cells is reported as 908 µm².
- The critical path starts at delay[0]$_SDFF_PN0_.
* Yosys cell count: 174
- From bottom edge to top edge, the die measures 77.5 µm.
* Post-layout period usage: 54.8%
- Number of ports placed on the die boundary: 5
* Number of different library cells in the post-synthesis netlist: 40
* Insertion delay to the later sink of the worst-skew pair: 0.28 ns
- Sum of met3 wire segment lengths after detailed routing: 89 µm
* Cell with the largest stage delay on the worst path: or3_1
- The signal on the critical path passes through ha_1 -> nand4_4 -> or3_1 -> nor4_1 -> o22ai_1 -> nor4_4 -> and2_1.
* Largest net degree at the start of global routing: 16
* Number of design rule violations left after detail routing: 0
- After its last routability iteration, the placer logged a weighted congestion of 0.828.
- Min-delay src: A$_DFF_P_
- STA lists the startpoint of the worst register-to-register path as delay[0]$_SDFF_PN0_.
* Share of flip-flops with an asynchronous set or reset after synthesis: 0%
- For this configuration, the core starts out at a cell density of 31.0%.
* Top cells by area: dfxtp_1, edfxtp_1, xnor2_1
* Number of buffers inserted during clock tree synthesis: 5
- Dominant register cell in the synthesized netlist: dfxtp_1
- Looking at the setup timing report, the critical path kind is register to register.
- Per the detail_route report, vias per standard cell equal 4.62.
- Power density normalized to cell area: 252 nW/µm²
- Vias post-DR: 1,173
- Gate Count Post-Synth: 174
- Number of hold violations in the final report: 0
- Unrepaired setup endpoints after global routing: false
- H-tree level count: 2
- Post-CTS repair changed the size of 0 cells.
- The iteration count recorded for the first detailed-route pass is 4.
- For this design, the sink count on the clock tree is 35.
- The top cell type by area accounts for 36.3% of the synthesized area.
- Number of antenna violations at the first check in global routing: 0
- Most repeated cell in the gate-level netlist after synthesis: dfxtp_1
- The routed wirelength on the met1 layer is recorded as 1480 µm.
- Root buffer selected by CTS: clkbuf_8
- According to the floorplan report, the placeable core area is 5510 µm².
* Register share after synthesis: 43.4%
- Share of cells above drive strength 1: 14.3%
- Layout overhead on the synthesized area: 11.2%
- Capture endpoint of the worst hold path: W$_DFFE_PN_
- For reference, the final report shows the max-slew violation count at 0.
* Clock period minus worst slack: 2.80 ns
- Yosys mapped a number of flops with a built-in enable equal to 4.
- In the CTS report, the clock slew at the register clock pins of the worst setup and hold paths is listed as 0.07 ns.
- Wire length reported by the detailed router: 2770 µm
- Required time at the endpoint of the critical path: 5.08 ns
- Synth warn: 1
- Checking hold timing, the worst path is listed with class register to register.
- Registers, synthesis: 35
- DR iter-0 viols: 117
- Clock tree from TritonCTS: yes
- Per the post-synthesis stats, the area per cell is 9.82 µm².
==> cells by family (layout without fill, tap and decap cells) <==
group / after synthesis / after routing / share of synthesized area, %
compound gates: 25 / 25 / 12.5
xor+xnor: 25 / 25 / 12.8
fa+ha+maj: 1 / 1 / 0.732
buf+inv: 10 / 18 / 3.44
flops: 35 / 35 / 43.4
mux: 2 / 2 / 1.17
simple gates: 76 / 76 / 25.9
==> stage by stage <==
step	worst slack, ns	cell area, µm²	hold WS (ns)	power [µW]
floorplan	2.56	1710	0.386	284
global placement	2.33	1810	0.420	284
finish	2.30	1900	0.437	478
detailed placement	2.32	1810	0.418	284
global route	2.09	1900	0.453	501
CTS	2.31	1900	0.439	485
==> registers in the layout, summed over array words and instances, names as in the netlist <==
register and flops:
delay 27, D 1, X 1, C 1, Y 1, Z 1
A 1, W 1, B 1
==> power by group <==
group          internal (µW)  leakage, µW  switching, µW
Sequential               278     0.000296              0
Combinational              0     0.000303              0
Clock                    108    0.0000459           92.4
Total                    386     0.000645           92.4
==> final cells by class <==
cell class | count | share of cell area, %
Tap cell | 72 | 4.74
Clock buffer | 7 | 4.55
Clock inverter | 1 | 0.198
Timing Repair Buffer | 6 | 2.90
Sequential cell | 35 | 39.0
Inverter | 4 | 0.791
Multi-Input combinational cell | 129 | 47.8
==> how the worst max path moves through the flow <==
stage / to / slack (ns) / depth (start not counted)
global route: Z$_DFFE_PN_ / 2.09 / 7
CTS: Z$_DFFE_PN_ / 2.31 / 7
finish: Z$_DFFE_PN_ / 2.30 / 7
==> worst max-delay path: cells and delay by family (launching register included) <==
kind,cells,cell delay (ns)
simple gates,5,1.61
fa+ha+maj,1,0.29
compound gates,1,0.20
flops,1,0.38
==> per-layer routing <==
metal | up-vias | track usage [%]
li1 | 631 | -
met1 | 523 | 15.8
met2 | 15 | 14.9
met3 | 4 | 2.39
met4 | 0 | 1.51
met5 | - | 0
==> cell usage in the layout, fill, tap and decap left out, types with 2 or more instances in the layout <==
master | synthesis | layout
a21oi_2 | 8 | 8
nor3_1 | 6 | 6
nor2_1 | 15 | 15
a21boi_0 | 2 | 2
a21oi_1 | 5 | 5
nor4_2 | 2 | 2
nand2b_1 | 2 | 2
buf_4 | 1 | 2
and2_1 | 2 | 2
clkbuf_8 | 0 | 6
nand4_1 | 3 | 3
nand3_1 | 14 | 14
or3_1 | 3 | 3
nor4_1 | 6 | 6
edfxtp_1 | 4 | 4
xnor2_1 | 13 | 13
dfxtp_1 | 31 | 31
mux2i_1 | 2 | 2
xor2_1 | 12 | 12
nor4_4 | 2 | 2
clkdlybuf4s50_1 | 0 | 4
o31a_1 | 2 | 2
nand2_1 | 15 | 15
inv_1 | 4 | 4
Power and IR drop assume default switching activity.
