<file path="design.v">
module example(input wire clk,output reg A);
reg[26:0] delay;
always@(posedge clk) begin
delay = delay+1;
if(delay==27'b101111101011110000100000000)
begin
delay=27'b0;
A=!A;
end
end
endmodule
</file>
<file path="run.sh">
#!/bin/bash
# OpenROAD 26Q1-2900-gdf79404cd8, Yosys 0.63+post, stock flow scripts
make -C /OpenROAD-flow-scripts/flow DESIGN_CONFIG=/design/flow/config.mk WORK_HOME=/design/flow/orfs finish
</file>
<file path="config.mk">
export PLATFORM = sky130hd
export DESIGN_NAME = example
export DESIGN_NICKNAME = example
export VERILOG_FILES = /design/flow/design.v
export SDC_FILE = /design/flow/constraint.sdc
export NUM_CORES = 4
export LEC_CHECK = 1
export CORE_AREA = 10 10 99 99
export DIE_AREA = 0 0 109 109
</file>
<file path="constraint.sdc">
current_design example

set clk_period 6.1
set clk_io_pct 0.2

create_clock -name clk0 -period $clk_period [get_ports {clk}]

set non_clock_inputs [all_inputs -no_clocks]
set_input_delay [expr $clk_period * $clk_io_pct] -clock clk0 $non_clock_inputs
set_output_delay [expr $clk_period * $clk_io_pct] -clock clk0 [all_outputs]
</file>
==> flow_metrics.env <==
# flow metrics
export IMPL_ys_cells=181
export IMPL_fin_skew_ns=0.00787
export IMPL_path_max_fanout=14
export IMPL_dr_first_iter_drc_count=61
export IMPL_cts_clk_slew_worst_paths_ns=0.11
export IMPL_hold_class="register to register"
export IMPL_ios=2
export IMPL_required_ns=6.25
export IMPL_slew_headroom_pct=51.3
export IMPL_grt_max_degree=17
export IMPL_worst_path_buf_inv=0
export IMPL_grt_pass1_wl_mm=5.16
export IMPL_power_density_mw_per_mm2=186
export IMPL_syn_area_mm2=0.00158
export IMPL_vias=1247
export IMPL_finalPower_mw=0.318
export IMPL_peakVddDrop_v=0.000102
export IMPL_antenna_cells=0
export IMPL_antenna_found_initial=0
export IMPL_die_area_mm2=0.0119
export IMPL_drtPass1Iterations=4
export IMPL_top_usage_layer="met2"
export IMPL_clkLatencyLatePin_ns=0.28
export IMPL_cts_sinks=28
export IMPL_remaining_drc_errors=0
export IMPL_placed_cell_area_mm2=0.00164
export IMPL_clockBufferDepth=2
export IMPL_cts_made_buffers=3
export IMPL_ys_seq_share_pct=36.2
export IMPL_ys_flops=28
export IMPL_rows=32
export IMPL_vias_per_cell=4.52
export IMPL_drive_gt1_share_pct=9.20
export IMPL_worst_slew_pin_slew_ns=0.725
export IMPL_cts_setup_buffers=0
export IMPL_synth_warnings=1
export IMPL_finalSetupTns_ns=0
export IMPL_grt_usage_pct=5.14
export IMPL_critPathTopFamily="simple AND/OR/NAND/NOR gates"
export IMPL_synth_cells=181
export IMPL_initCoreUtil_pct=20.4
export IMPL_hold_viol_final=0
export IMPL_slew_violations=0
export IMPL_grt_overflow_total=0
export IMPL_path_class="register to register"
export IMPL_area_growth_pct=8.25
export IMPL_placed_cells=272
export IMPL_final_cells=276
export IMPL_crit_slowest_cell="nor4_4"
export IMPL_run_status="completed"
export IMPL_warnings=25
export IMPL_setup_viol=0
export IMPL_post_cts_resized=0
export IMPL_ctsRootBufferMaster="clkbuf_8"
export IMPL_globalRouteMet2Util_pct=7.80
export IMPL_htreeDepth=1
export IMPL_io_buffers=1
export IMPL_critPathArrivalTime_ns=3.25
export IMPL_cp_end_kind="register"
export IMPL_fp_dieW_um=109
export IMPL_ff_type="dfxtp_1"
export IMPL_fmax_mhz=323
export IMPL_cts_tree="done"
export IMPL_crit_chain="ha_1, nand4_1, or3_4, nor4_1, o22ai_1, nor4_4, a21boi_0"
export IMPL_cts_hold_buf=0
export IMPL_die_h_um=109
export IMPL_final_area_mm2=0.00171
export IMPL_grt_pass1_vias=1085
export IMPL_gp_congestion=0.872
export IMPL_grtUsageMet1_pct=7.70
export IMPL_synth_area_per_cell_um2=8.72
export IMPL_maxCapViolCount=0
export IMPL_start_kind="register"
export IMPL_synth_distinct_cells=49
export IMPL_core_mm2=0.00773
export IMPL_period_used_pct=50.8
export IMPL_wirelength_mm=3.08
export IMPL_async_reset_ff_share_pct=0
export IMPL_leakagePower_nw=0.534
export IMPL_fin_crit_ns=3.10
export IMPL_rsz0062_at_grt="false"
export IMPL_grt_use_met3_pct=1.19
export IMPL_wl_per_cell_um=11.1
export IMPL_cp_slowest_stage_delay_ns=0.72
export IMPL_yosys_area_mm2=0.00158
export IMPL_ant_nets=0
export IMPL_edf_count=1
export IMPL_dp_hpwl_mm=2.18
==> per-layer routing <==
metal / wire [um] / part of all wire, % / vias up
li1: - / - / 642
met1: 1630 / 53 / 580
met2: 1300 / 42 / 23
met3: 133 / 4.3 / 2
met4: 9 / 0.29 / 0
met5: 0 / 0 / -
==> synthesized netlist by cell type (2+ instances only) <==
master / count / share of area (%)
a21oi_1: 14 / 4.4
xnor2_1: 15 / 8.3
nand2_1: 13 / 3.1
a21boi_0: 3 / 1.4
inv_1: 6 / 1.4
nor2_1: 14 / 3.3
dfxtp_1: 27 / 34
a211oi_1: 2 / 0.95
and4_1: 2 / 1.1
buf_6: 3 / 2.1
or3_1: 2 / 0.79
nor4_4: 2 / 2.7
buf_2: 5 / 1.6
o21ai_0: 3 / 0.95
or4_1: 2 / 0.95
nand4_1: 5 / 2.0
nor4_1: 6 / 2.4
nand3_1: 9 / 2.9
o211ai_1: 2 / 0.95
nor3_1: 7 / 2.2
and3_2: 2 / 0.95
clkbuf_1: 3 / 0.71
xor2_1: 8 / 4.4
==> logic make-up after synthesis <==
kind of cell,count (synthesis),synth area share [%]
mux,1,0.714
fa+ha+maj,1,0.793
compound gates,33,13.4
buf+inv,18,6.11
flops,28,36.2
xor+xnor,23,12.8
simple gates,77,30.1
==> state kept, by name, indices dropped and copies added, names as in the netlist <==
register / cells
A: 1
delay: 27
==> worst paths after layout <==
path	depth (start not counted)	start	end	slack, ns
setup / recovery	7	delay[0]	delay[15]	3.00
hold / removal	1	delay[25]	delay[25]	0.49
setup reg to reg	7	delay[0]	delay[15]	3.00
hold reg to reg	1	delay[25]	delay[25]	0.49
==> worst reg2reg max path: cells and delay by family (launching register included) <==
family	cells	cell delay [ns]
AND-OR/OR-AND	2	0.38
AND/OR/NAND/NOR	4	1.77
flip-flops	1	0.43
adder cells (fa/ha/maj)	1	0.38
==> layout make-up <==
cell class	instances	area, um2
Fill cell	843	6020
Multi-Input combinational cell	135	911
Clock buffer	4	66.3
Timing Repair Buffer	1	10.0
Tap cell	102	128
Inverter	6	22.5
Sequential cell	28	571
==> through the flow <==
step,setup slack (ns),hold WS (ns),utilization (%)
2_1_floorplan,3.57,0.442,-
3_3_place_gp,2.97,0.473,21.2
3_5_place_dp,3.06,0.470,21.2
4_1_cts,3.05,0.495,22.1
5_1_grt,2.72,0.516,22.1
6_report,3.00,0.494,22.1
==> layout by cell type, fill, tap and decap left out, types with 2 or more instances in the layout <==
cell type  synthesis  routed
a211oi_1           2       2
a21boi_0           3       3
a21oi_1           14      14
and3_2             2       2
and4_1             2       2
clkbuf_8           0       3
dfxtp_1           27      27
inv_1              6       6
nand2_1           13      13
nand3_1            9       9
nand4_1            5       5
nor2_1            14      14
nor3_1             7       7
nor4_1             6       6
nor4_4             2       2
o211ai_1           2       2
o21ai_0            3       3
or3_1              2       2
or4_1              2       2
xnor2_1           15      15
xor2_1             8       8
==> power breakdown <==
group	switching, mW	internal [mW]
Sequential	0	0.184
Clock	0.0629	0.0716
Combinational	0	0
Total	0.0629	0.255
Power is estimated from default activity; no workload was simulated.
